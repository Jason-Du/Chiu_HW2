## flow/run.sh

```bash
#!/bin/bash
# OpenROAD 26Q1-2900-gdf79404cd8, Yosys 0.63+post, stock flow scripts
make -C /OpenROAD-flow-scripts/flow DESIGN_CONFIG=/design/flow/config.mk WORK_HOME=/design/flow/orfs finish
```

## flow/config.mk

```make
export PLATFORM = sky130hd
export DESIGN_NAME = master_write
export DESIGN_NICKNAME = master_write
export VERILOG_FILES = /design/flow/design.v
export SDC_FILE = /design/flow/constraint.sdc
export NUM_CORES = 4
export LEC_CHECK = 1
export CORE_UTILIZATION = 40
```

## flow/constraint.sdc

```tcl
current_design master_write

set clk_period 4.6
set clk_io_pct 0.2

create_clock -name clk0 -period $clk_period [get_ports {clk}]

set non_clock_inputs [all_inputs -no_clocks]
set_input_delay [expr $clk_period * $clk_io_pct] -clock clk0 $non_clock_inputs
set_output_delay [expr $clk_period * $clk_io_pct] -clock clk0 [all_outputs]
```

## flow/design.v

```verilog
`timescale 1ns/10ps
module master_write#(
	parameter slaveid        =4'b0001,
	parameter masterid       =4'b0001,
	parameter default_slaveid =4'b0010)(
	clk,
	rst,
	cpu_write_signal,
	cpu_write_data,
	address,
	web,
	cpu_write_pause,
	AWID_M,
	AWADDR_M,
	AWLEN_M,
	AWSIZE_M,
	AWBURST_M,
	AWVALID_M,
	WDATA_M,
	WSTRB_M,
	WLAST_M,
	WVALID_M,
	BREADY_M,
	WREADY_M,
	AWREADY_M,
	BID_M,
	BRESP_M,
	BVALID_M
);
	input                              clk;
	input                              rst;
	input                              cpu_write_signal;
	input        [                3:0] web;
	input        [               31:0] cpu_write_data;
	input        [               31:0] address;
	output logic                       cpu_write_pause;
	output logic [  4-1:0] AWID_M;
	output logic [32-1:0] AWADDR_M;
	output logic [ 4-1:0] AWLEN_M;
	output logic [3-1:0] AWSIZE_M;
	output logic [               1:0] AWBURST_M;
	output logic                      AWVALID_M;
	output logic [32-1:0] WDATA_M;
	output logic [4-1:0] WSTRB_M;
	output logic                      WLAST_M;
	output logic                      WVALID_M;
	output logic                      BREADY_M;
	input                             WREADY_M;
	input                             AWREADY_M;
	input        [  4-1:0] BID_M;
	input        [               1:0] BRESP_M;
	input                             BVALID_M;
	localparam STATE_IDLE        =2'b00;
	localparam STATE_SEND_ADDRESS=2'b01;
	localparam STATE_SEND_DATA   =2'b10;
	localparam STATE_GET_RESPONSE=2'b11;
	logic         [               1:0] cs;
	logic         [               1:0] ns;
	logic	      [               3:0] WSTRB_M_register_out;
	logic         [              31:0] AWADDR_M_register_out;
	logic         [              31:0] WDATA_M_register_out;
	logic         [  4-1:0] BID_M_register_out;
	logic         [               1:0] BRESP_M_register_out;
	logic                              BVALID_M_register_out;
	logic         [               3:0] AWID_M_register_out;
	logic                              AWREADY_M_register_out;
	logic                              WREADY_M_register_out;
	always_ff@(posedge clk or negedge rst)
	begin
		if(!rst)
		begin
			cs<=STATE_IDLE;
		end
		else
		begin
			cs<=ns;
		end
	end
	always_ff@(posedge clk or negedge rst)
	begin
		if(!rst)
		begin
			WSTRB_M_register_out   <=4'b1111;
			AWADDR_M_register_out  <=32'b0;
			WDATA_M_register_out   <=32'd0;
			AWID_M_register_out    <=4'b0000;
			AWREADY_M_register_out <=1'b0;
			WREADY_M_register_out  <=1'b0;
		end
		else
		begin
			WSTRB_M_register_out   <=WSTRB_M;
			AWADDR_M_register_out  <=AWADDR_M;
			WDATA_M_register_out   <=WDATA_M;
			AWID_M_register_out    <=AWID_M;
			AWREADY_M_register_out <=AWREADY_M;
			WREADY_M_register_out  <=WREADY_M;
		end
	end
	always_comb
	begin
		case(cs)
			STATE_IDLE:
			begin
				if(cpu_write_signal==1'b1)
				begin
					ns              =STATE_SEND_ADDRESS;
					cpu_write_pause =1'b1;
					WDATA_M         =cpu_write_data;
				end
				else
				begin
					ns              =STATE_IDLE;
					cpu_write_pause =1'b0;
					WDATA_M         =32'd0;
				end
				AWID_M              =default_slaveid;
				AWADDR_M            =32'd0;
				AWVALID_M           =1'b0;
				WSTRB_M             =cpu_write_signal?web:4'b1111;
				WLAST_M             =1'b0;
				WVALID_M            =1'b0;
				BREADY_M            =1'b0;
			end
			STATE_SEND_ADDRESS:
			begin
				if(AWREADY_M_register_out==1'b1)
				begin
					ns=STATE_SEND_DATA;
				end
				else
				begin
					ns=STATE_SEND_ADDRESS;
				end
				AWID_M         =slaveid;
				AWADDR_M       =address;
				AWVALID_M      =1'b1;
				WDATA_M        =WDATA_M_register_out;
				WSTRB_M        =WSTRB_M_register_out;
				WLAST_M        =1'b0;
				WVALID_M       =1'b0;
				BREADY_M       =1'b0;
				cpu_write_pause=1'b1;	
			end
			STATE_SEND_DATA:
			begin
				if(WREADY_M_register_out==1'b1)
				begin
					ns         =STATE_GET_RESPONSE;
					WVALID_M   =1'b1;
				end
				else
				begin
					ns         =STATE_SEND_DATA;
					WVALID_M   =1'b0;
				end
				AWID_M         =AWID_M_register_out;
				AWADDR_M       =AWADDR_M_register_out;
				AWVALID_M      =1'b1;
				WDATA_M        =WDATA_M_register_out;
				WSTRB_M        =WSTRB_M_register_out;
				WLAST_M        =1'b1;
				BREADY_M       =1'b1;
				cpu_write_pause=1'b1;					
			end				
			STATE_GET_RESPONSE:
			begin
				if(BVALID_M==1'b1)
				begin
					ns=STATE_IDLE;
				end
				else
				begin
					ns=STATE_GET_RESPONSE;
				end
				BREADY_M       =1'b1;
				AWID_M         =AWID_M_register_out;
				AWADDR_M       =AWADDR_M_register_out;
				AWVALID_M      =1'b0;
				WDATA_M        =WDATA_M_register_out;
				WSTRB_M        =WSTRB_M_register_out;
				WLAST_M        =1'b0;
				WVALID_M       =1'b0;
				cpu_write_pause=1'b1;	
			end
		endcase
	end
	always_comb
	begin
		AWLEN_M  =4'd0;
		AWSIZE_M =3'd2;
		AWBURST_M=2'd1;
	end
endmodule
```

==> CHANGELOG.md <==
### Implementation results

- Status: finished, final reports clean
- Antenna violations before repair: 0
- GPL Wtd Cong: 0.753
- Worst r2r path cells: 3
- Die height: 91.2 µm
- Num ports: ~170
- Routing usage on met1: 0.350
- Largest net degree at the start of global routing: a little under 70
- Crit path depth: 4
- Area Overhead vs Synth: 54.6%
- CTS tree: built
- Chip Area: 8320 µm²
- Average routed wire per standard cell: about 16 µm
- Grt peak-use layer: met1
- DP Wirelength: 5030 µm
- Slowest cell delay on critical path: roughly 0.61 ns
- Cell Type Count: 22
- Power per cell area: 448 nW/µm²
- Share of layout cells above drive strength 1: 0.0795
- Post-Syn Instances: 276
- Fp_density: 0.412
- Critical Path AT: roughly 2.7 ns
- Met2 Use GR: 0.299
- Cell Area, Synth: 3180 µm²
- Core box area: ~7700 µm²
- ANT nets after route: 0
- CP max-delay cell: or3_4
- Lkg Pwr: 2.19 nW
- Setup TNS: 0 ns
- Vias/cell: 4.95
- CP Max Fanout: 38
- OpenROAD warnings: 32
- Worst hold path type: reg2reg
- Worst setup path endpoint: WDATA_M[2]
- Via Count: 2559
- Max-Cap Viols: 0
- Global Route Usage Sum: 0.207
- Max Freq: 274 MHz
- Ys cells: 276
- Syn. warnings: 1
- Insertion Delay late pin: 0.34 ns
- Max-slew violations: 0
- Reg-to-Reg Start: cs[3]$_DFF_PN0_
- CTS Buf Count: 9
- Die X: slightly above 90 µm
- WP buf/inv: 2
- CP required: 3.68 ns
- Relative slew slack: 0.505
- Post-route cell area: 4920 µm²
- Rows: 32
- Slew @ Worst Pin: around 0.74 ns
- Initial DRC Count: between 150 and 200
- Count of endpoints failing setup in the final report: 0
- Chip area in the Yosys report: ~3200 µm²
- Sink Count: about 78
- Worst setup startpoint: cs[3]$_DFF_PN0_
- Async S/R FF share, synth: 1.00
- Antenna cells: 0
- Peak supply drop: approximately 250 µV
- Fin Clk Skew: around 0.007 ns
- Crit share post-route: 0.794
- Worst-path cell chain: buf_4 -> or3_4 -> o21ai_0 -> clkdlybuf4s50_1
- Number of global-route vias before repair: 2515
- CP delay by family, top: buffers and inverters
- WL final: roughly 8000 µm
- Final hold vios: 0
- RSZ-0062 raised after global routing: no
- R2r endpoint: WDATA_M_register_out[0]$_DFF_PN0_
- H-tree depth: 3
- Post-CTS Repair Setup Buffers: 0
- DR pass1 iterations: 4
- Cts repair resizes: 0
- Clock buffer depth: 2
- Met3 Use GR: 0.0527
- WS Path Type: reg2out
- Worst-path clk slew: 0.07 ns
- Hold path depth: 1
- Root buffer cell: clkbuf_8
- Most used flip-flop cell after synthesis: dfrtp_1
- Seq share, synth: 0.615
- Worst setup SP type: register
- Buffers added on ports: 150
- Hold-fix buffers, CTS: 0
- Final Critical Period: 3.65 ns
- Synthesized flop and latch total: 78
- Area after DPL: approximately 4700 µm²
- Avg Cell Area, Syn: between 10 and 15 µm²
- First-pass GRT wire length: 13100 µm
- Detailed-route DRC error count: 0
- Number of enable flip-flop cells: 0
- R2r setup slk: 2.62 ns
- Overflow after GRT: 0
- CP endpoint kind: output port
-- metal layers --
| layer | vias up | wire [µm] |
|---|---|---|
| met3 | 6 | 557 |
| met5 | - | 0 |
| met2 | 93 | 3630 |
| met1 | 1223 | 3770 |
| li1 | 1237 | - |
| met4 | 0 | 79 |
-- registers in the layout, indices dropped and copies added (netlist names) --
signal / flops
WSTRB_M_register_out: 4
WREADY_M_register_out: 1
AWADDR_M_register_out: 32
cs: 4
WDATA_M_register_out: 32
AWID_M_register_out: 4
AWREADY_M_register_out: 1
-- stage by stage --
step           std cells  worst slack (ns)  hold slack (ns)   util  power, mW
4_1_cts              517             0.922            0.465  0.636       2.23
3_5_place_dp         503              1.06            0.454  0.603       1.56
2_1_floorplan        283              2.15            0.425      -       1.15
3_3_place_gp         503              1.08            0.448  0.603       1.56
6_report             517             0.947            0.462  0.636       2.21
5_1_grt              517             0.795            0.481  0.636       2.32
-- how the worst min path moves through the flow --
stage | from | endpoint
finish | AWREADY_M_register_out$_DFF_PN0_ | cs[2]$_DFF_PN0_
global route | AWREADY_M_register_out$_DFF_PN0_ | cs[2]$_DFF_PN0_
CTS | AWREADY_M_register_out$_DFF_PN0_ | cs[2]$_DFF_PN0_
-- cell families after synthesis --
logic type	Yosys count	synth area share
other	2	0.00236
AOI/OAI and AO/OA	102	0.224
buffers and inverters	41	0.0716
DFF	78	0.615
and+or+nand+nor	49	0.0676
muxes	4	0.0189
-- layout make-up --
type	count	area (µm²)
clock inverters	4	120
well taps	102	128
fillers	615	2810
repair buffers	155	1540
clock buffers	10	138
multi-input cells	164	1020
inverters	4	15.0
flip-flops and latches	78	1960
-- worst reg2reg max path: stages (launching register included) --
cell,delay (ns)
dfrtp_1,0.58
buf_4,0.32
or3_4,0.61
o21ai_0,0.35
-- cell usage after synthesis (3+ instances only) --
library cell,number,area share
dfrtp_1,73,0.57
nand2_1,37,0.044
a22o_1,32,0.088
o31ai_1,32,0.076
o21ai_1,19,0.030
o21ai_0,18,0.028
clkbuf_1,12,0.014
buf_4,9,0.021
buf_2,8,0.013
dfstp_2,5,0.041
buf_1,4,0.0047
buf_6,4,0.014
inv_1,4,0.0047
mux2_4,4,0.019
nand2b_1,4,0.0079
and2_1,3,0.0059
-- power by group --
part	switching [mW]	internal [mW]	total, mW
clock	0.231	0.424	0.656
combinational	0.252	0.410	0.661
sequential	0.0509	0.838	0.889
-- placed cells by master, fill, tap and decap left out, drive strengths merged --
cell,count
dfrtp,73
a21o,1
buf,6
bufinv,4
nand2b,4
nor3,1
a22o,32
dfstp,5
o31ai,32
o21ai,37
clkbuf,10
or2,2
or3,1
conb,9
mux2,4
inv,4
and2,3
clkdlybuf4s50,149
nor2,1
nand2,37
Power figures rest on the tool's default switching activity, not on a simulated workload.
