==> flow/design.v <==
`timescale 1ns/10ps
module master_read #(
	parameter slaveid        =4'b0001,
	parameter masterid       =4'b0001,
	parameter default_slaveid =4'b0010)(
	clk,
	rst,
	cpu_read_signal,
	address,
	read_data,
	read_pause_cpu,
	ARID_M,
	ARADDR_M,
	ARLEN_M,     
	ARSIZE_M,
	ARBURST_M,
	ARVALID_M,
	RREADY_M,
	ARREADY_M,
	RID_M, 
	RDATA_M,
	RRESP_M,
	RLAST_M,
	RVALID_M
);
	localparam STATE_IDLE        =2'b00;
	localparam STATE_SEND_ADDRESS=2'b01;
	localparam STATE_GET_DATA    =2'b10;
	input                             clk;
	input                             rst;	
	input                             cpu_read_signal;
    input        [              31:0] address; 	
	logic        [               1:0] dmcs;
	logic        [               1:0] dmns;
	logic        [               1:0] imcs;
	logic        [               1:0] imns;
	input                             ARREADY_M;
	input        [  4-1:0] RID_M;
	input        [32-1:0] RDATA_M;
	input        [               1:0] RRESP_M;
	input                             RLAST_M;
	input                             RVALID_M;
	output logic [  4-1:0] ARID_M;
	output logic [32-1:0] ARADDR_M;
	output logic [ 4-1:0] ARLEN_M; 
	output logic [3-1:0] ARSIZE_M; 
	output logic [               1:0] ARBURST_M; 
	output logic                      ARVALID_M;
	output logic                      RREADY_M;
	output logic [              31:0] read_data;      
	output logic                      read_pause_cpu;
	logic        [               1:0] cs;
	logic        [               1:0] ns;
	logic        [              31:0] read_data_register_out;
	logic        [              31:0] ARADDR_M_register_out;
	logic                             ARREADY_M_register_out;
	logic                             RLAST_M_register_out;
	always_ff@(posedge clk or negedge rst)
	begin
		if(!rst)
		begin
			cs<=STATE_IDLE;
		end
		else
		begin
			cs<=ns;
		end
	end
	always_ff@(posedge clk or negedge rst)
	begin
		if(!rst)
		begin
			read_data_register_out <=32'd0;
			ARADDR_M_register_out  <=32'd0;
			ARREADY_M_register_out <=1'b0;
			RLAST_M_register_out   <=1'b0;
		end
		else
		begin
			read_data_register_out <=read_data;
			ARADDR_M_register_out  <=ARADDR_M;
			ARREADY_M_register_out <=ARREADY_M;
			RLAST_M_register_out   <=RLAST_M;
		end
	end
	always_comb
	begin
		case(cs)
			STATE_IDLE:
			begin
				if(cpu_read_signal)
				begin
					ns             =STATE_SEND_ADDRESS;
					read_pause_cpu =1'b1;
					ARADDR_M       =address;
				end
				else
				begin
					ns             =STATE_IDLE;
					read_pause_cpu =1'b0;
					ARADDR_M       =32'd0;
				end
				ARID_M             =default_slaveid;
				ARVALID_M          =1'b0;
				RREADY_M           =1'b0;
				read_data          =read_data_register_out;
			end
			STATE_SEND_ADDRESS:
			begin
				if(ARREADY_M_register_out==1'b1)
				begin
					ns=STATE_GET_DATA;
				end
				else
				begin
					ns=STATE_SEND_ADDRESS;
				end
				ARVALID_M      =1'b1;
				ARID_M         =slaveid;
				ARADDR_M       =ARADDR_M_register_out;
				RREADY_M       =1'b0;
				read_pause_cpu =1'b1;
				read_data      =32'd0;
			end
			STATE_GET_DATA:
			begin
				ns             =RVALID_M?STATE_IDLE:STATE_GET_DATA;
				RREADY_M       =1'b1;
				ARID_M         =slaveid;
				ARADDR_M       =ARADDR_M_register_out;
				ARVALID_M      =1'b1;
				RREADY_M       =1'b1;
				read_pause_cpu =1'b1;
				read_data      =(RRESP_M==2'b00 && RVALID_M==1'b1)?RDATA_M:32'd0;
			end
			default:
			begin
				ARID_M         =default_slaveid;
				ARADDR_M       =32'd0;
				ARVALID_M      =1'b0;
				RREADY_M       =1'b0;
				read_pause_cpu =1'b0;
				read_data      =32'd0;
				ns             =STATE_IDLE;
			end
		endcase
	end
	always_comb
	begin
		ARLEN_M               =4'd0;
		ARSIZE_M              =3'd2;
		ARBURST_M             =2'd1;
	end
endmodule
==> flow/run.sh <==
#!/bin/bash
# OpenROAD 26Q1-2900-gdf79404cd8, Yosys 0.63+post, stock flow scripts
make -C /OpenROAD-flow-scripts/flow DESIGN_CONFIG=/design/flow/config.mk WORK_HOME=/design/flow/orfs finish
==> flow/config.mk <==
export PLATFORM = sky130hd
export DESIGN_NAME = master_read
export DESIGN_NICKNAME = master_read
export VERILOG_FILES = /design/flow/design.v
export SDC_FILE = /design/flow/constraint.sdc
export NUM_CORES = 4
export LEC_CHECK = 1
export CORE_UTILIZATION = 50
==> flow/constraint.sdc <==
current_design master_read

set clk_period 7.1
set clk_io_pct 0.2

create_clock -name clk0 -period $clk_period [get_ports {clk}]

set non_clock_inputs [all_inputs -no_clocks]
set_input_delay [expr $clk_period * $clk_io_pct] -clock clk0 $non_clock_inputs
set_output_delay [expr $clk_period * $clk_io_pct] -clock clk0 [all_outputs]
==> reports/results.tsv <==
stage	metric	value	unit
layout	final_util	83.8	%
cts	cts.sinks	68	
route	vias	1989	
route	wire_per_inst	17.2	um
outcome	status	finished clean	
grt	grt_pass1_vias	1889	
critical_path	cp-end-kind	primary output	
logic_synthesis	yosys_area	2550	um2
logic_synthesis	mux_share	0	%
logic_synthesis	flop_cell	dfrtp_1	
grt	antenna_found_initial	0	
cts	cts-root-buf	clkbuf_8	
layout	instances_no_fill	382	
logic_synthesis	synth_cell_types	16	
logic_synthesis	synth_stat.cells	175	
cts	clk_latency	0.33	ns
placement	dp_hpwl	4260	um
final_timing	setup_violations	0	
route	drc	0	
logic_synthesis	yosysSeqAreaShare	66.9	%
logic_synthesis	async_flop_share	100	%
logic_synthesis	compound_area_share	22.7	%
logic_synthesis	area_leaders	dfrtp_1 (66%), a22o_1 (22%), buf_4 (4.1%)	
logic_synthesis	yosysWarningCount	1	
logic_synthesis	top_area_cell	dfrtp_1	
final_timing	holdWs	0.480	ns
final_timing	skew	0.00382	ns
layout	drive_gt1_share	5.71	%
cts	cts_tree	done	
pwr	powerDensity	210	nW/um2
logic_synthesis	xor_share	0	%
logic_synthesis	synth_flops	68	
cts	clk_pin_slew_worst_paths	0.07	ns
logic_synthesis	syn-cell-area	2550	um2
route	routed_wl	6550	um
critical_path	critPathLaunchType	input port	
cts	cts_max_path_buffers	2	
logic_synthesis	common_cells	dfrtp_1 (67), a22o_1 (64), buf_4 (14)	
grt	groute.usage.overall	25.5	%
critical_path	critical_path_class	input port to primary output	
layout	seq_area	1700	um2
route	drt_pass1_iterations	4	
logic_synthesis	synth.avg_cell_area	14.5	um2
final_timing	fin_tns_setup	0	ns
placement	dp_cells	366	
placement	gp_congestion	0.791	
grt	grt_overflow	0	
grt	grt_max_degree	41	
floorplan	die_x	73.4	um
logic_synthesis	most_common_cell	dfrtp_1	
final_timing	rsz0062_at_grt	false	
final_timing	fin_crit	4.55	ns
cts	cts_setup_buffers	0	
route	ant_nets	0	
final_timing	finalClockPeriodUsage	64.1	%
critical_path	critical_path_required	5.68	ns
final_timing	max_slew.worst_pin.slew	0.627	ns
logic_synthesis	edf_count	0	
floorplan	die_area	5380	um2
floorplan	coreArea	4820	um2
final_timing	slew_violations	0	
layout	logic_area	658	um2
route	n_antenna_cell	0	
critical_path	r2r_cells	3	
cts	htree_levels	3	
flow_run	maxCapViolCount	0	
layout	area.growth.synth_to_final	58.6	%
cts	cts-resized-gates	0	
cts	ctsHoldBuffers	0	
worst_hold_path	hold_class	register to register	
floorplan	io_pins	156	
grt	grt_pass1_wl	9740	um
logic_synthesis	ys_sh_simple	1.52	%
pwr	leakage	1.84	nW
route	viasPerCell	5.21	
final_timing	hold_viol	0	
flow_run	tool_warnings	31	
route	drt_iter0_markers	111	
pwr	ir_drop	0.168	mV
worst_hold_path	min_path_cells	2	
logic_synthesis	netlist_instances	175	
final_timing	max-slew-margin-rel	58.2	%
floorplan	fp_util	52.9	%
placement	numPortBuffers	139	
cts	cts_made_buffers	9	
layout	nFillCells	295	
logic_synthesis	synthTopLogicFamily	AND-OR/OR-AND gates	
final_timing	timing.fmax	0.220	GHz
critical_path	cp.arrival	3.13	ns
logic_synthesis	top_area_share	65.8	%
floorplan	die_h	73.4	um
critical_path	path_max_fanout	32	
logic_synthesis	ys_sh_adder	0	%
pwr	fin_total_pwr	0.849	mW
floorplan	row_count	25	
[critical path, cell delays in order]
cell	delay (ns)
clkdlybuf4s50_1	0.49
and4bb_1	0.19
buf_4	0.32
a22o_1	0.21
clkdlybuf4s50_1	0.49
[metal layers]
layer  part of all wire, %  global-route usage, %
met1                    45                   44.1
met2                    44                   35.5
met3                   9.6                   8.60
met4                   1.1                   2.35
met5                     0                      0
[final timing paths]
kind	from	endpoint	slack [ns]
min in group asynchronous	rst	ARADDR_M_register_out[0]$_DFF_PN0_	1.10
max	RVALID_M	read_data[1]	2.55
min reg2reg	ARREADY_M_register_out$_DFF_PN0_	cs[1]$_DFF_PN0_	0.48
max in group asynchronous	rst	read_data_register_out[15]$_DFF_PN0_	5.06
max reg2reg	cs[0]$_DFF_PN1_	ARADDR_M_register_out[5]$_DFF_PN0_	5.30
min	ARREADY_M_register_out$_DFF_PN0_	cs[1]$_DFF_PN0_	0.48
[layout by cell type, fill, tap and decap left out]
cell type | Yosys | routed
clkdlybuf4s50_1 | 0 | 138
dfrtp_1 | 67 | 67
a22o_1 | 64 | 64
conb_1 | 2 | 11
clkbuf_8 | 0 | 10
inv_1 | 4 | 4
clkbuf_1 | 2 | 4
buf_4 | 14 | 4
nand2_1 | 2 | 2
o21ai_0 | 2 | 2
clkinv_2 | 0 | 2
or2_1 | 1 | 1
and2_1 | 1 | 1
and4bb_1 | 1 | 1
nand2b_1 | 1 | 1
a21o_1 | 1 | 1
dfstp_2 | 1 | 1
buf_2 | 7 | 1
[report_power, final]
group	internal, mW	leakage, nW	switching [mW]
registers	0.412	0.933	0.0168
logic	0.0990	0.825	0.0544
clock network	0.136	0.0844	0.132
total	0.646	1.84	0.203
[kinds of logic after synthesis]
| group | after synthesis |
|---|---|
| AND-OR/OR-AND | 67 |
| AND/OR/NAND/NOR | 6 |
| other | 2 |
| buffers and inverters | 32 |
| flip-flops | 68 |
[area by class of cell]
cell class | count | share of cell area [%]
Inverter | 4 | 0.372
Timing Repair Buffer | 143 | 35.1
Sequential cell | 68 | 42.2
Clock buffer | 14 | 3.78
Tap cell | 67 | 2.08
Clock inverter | 2 | 0.248
Multi-Input combinational cell | 84 | 16.3
[flip-flops by register name, indices dropped and copies added (netlist names)]
register / flops
cs: 3
read_data_register_out: 32
ARADDR_M_register_out: 32
ARREADY_M_register_out: 1
[metrics by stage]
| step | worst slack [ns] | area [um2] |
|---|---|---|
| 2_1_floorplan | 3.61 | 2580 |
| 3_3_place_gp | 2.56 | 3880 |
| 3_5_place_dp | 2.55 | 3880 |
| 4_1_cts | 2.55 | 4040 |
| 5_1_grt | 2.48 | 4040 |
| 6_report | 2.55 | 4040 |
Power figures rest on the tool's default switching activity, not on a simulated workload.
